**/design/flow/run.sh**
```bash
#!/bin/bash
# OpenROAD 26Q1-2900-gdf79404cd8, Yosys 0.63+post, stock flow scripts
make -C /OpenROAD-flow-scripts/flow DESIGN_CONFIG=/design/flow/config.mk WORK_HOME=/design/flow/orfs finish
```
**/design/flow/config.mk**
```make
export PLATFORM = sky130hd
export DESIGN_NAME = uart_tx
export DESIGN_NICKNAME = uart_tx
export VERILOG_FILES = /design/flow/design.v
export SDC_FILE = /design/flow/constraint.sdc
export NUM_CORES = 4
export LEC_CHECK = 1
export CORE_AREA = 10 10 99 99
export DIE_AREA = 0 0 109 109
```
**/design/flow/constraint.sdc**
```tcl
current_design uart_tx

set clk_period 3.5
set clk_io_pct 0.2

create_clock -name clk0 -period $clk_period [get_ports {clk}]

set non_clock_inputs [all_inputs -no_clocks]
set_input_delay [expr $clk_period * $clk_io_pct] -clock clk0 $non_clock_inputs
set_output_delay [expr $clk_period * $clk_io_pct] -clock clk0 [all_outputs]
```
**/design/flow/design.v**
```verilog
module uart_tx 
#( 
    parameter DBIT = 8,            
    parameter SB_TICK = 16         
)(
    input wire clk,                
    input wire reset,              
    input wire tx_start,           
    input wire s_tick,             
    input wire [7:0] din,          
    output reg tx_done_tick,       
    output wire tx                 
);
    localparam IDLE  = 2'b00, 
               START = 2'b01, 
               DATA  = 2'b10, 
               STOP  = 2'b11;
    reg [1:0] state_reg, state_next;      
    reg [3:0] s_reg, s_next;              
    reg [2:0] n_reg, n_next;              
    reg [7:0] b_reg, b_next;              
    reg tx_reg, tx_next;                  
    always @(posedge clk or posedge reset) begin
        if (reset) begin
            state_reg <= IDLE;
            s_reg <= 0;
            n_reg <= 0;
            b_reg <= 0;
            tx_reg <= 1'b1;   
        end else begin
            state_reg <= state_next;
            s_reg <= s_next;
            n_reg <= n_next;
            b_reg <= b_next;
            tx_reg <= tx_next;
        end
    end
    always @(*) begin
        state_next = state_reg;
        tx_done_tick = 0;
        s_next = s_reg;
        n_next = n_reg;
        b_next = b_reg;
        tx_next = tx_reg;  
        case (state_reg)
            IDLE: begin
                tx_next = 1'b1;  
                if (tx_start) begin
                    state_next = START;
                    s_next = 0;
                    b_next = din;  
                end
            end
            START: begin
                tx_next = 1'b0;  
                if (s_tick) begin
                    if (s_reg == 15) begin
                        state_next = DATA;
                        s_next = 0;
                        n_next = 0;
                    end else begin
                        s_next = s_reg + 1;
                    end
                end
            end
            DATA: begin
                tx_next = b_reg[0];  
                if (s_tick) begin
                    if (s_reg == 15) begin
                        s_next = 0;
                        b_next = b_reg >> 1;  
                        if (n_reg == (DBIT - 1)) begin
                            state_next = STOP;
                        end else begin
                            n_next = n_reg + 1;
                        end
                    end else begin
                        s_next = s_reg + 1;
                    end
                end
            end
            STOP: begin
                tx_next = 1'b1;  
                if (s_tick) begin
                    if (s_reg == (SB_TICK - 1)) begin
                        state_next = IDLE;
                        tx_done_tick = 1'b1;  
                    end else begin
                        s_next = s_reg + 1;
                    end
                end
            end
            default: begin
                state_next = IDLE;
            end
        endcase
    end
    assign tx = tx_reg;
endmodule
```
==> deck_impl_summary.md <==
Implementation Results

Drt
  • DRT iter0 DRCs: 89
  • Post-route ant nets: 0
  • WL per Instance: 11.1 um
  • Via count: 819
  • Drc violations: 0
  • Vias per inst: 3.76
  • Ant. Diodes: 0
  • Drt total wl: 2430 um
  • DR pass1 iterations: 4

GRT
  • Antenna violations before repair: 0
  • Pin count of the biggest net entering global routing: 21
  • Overall routing resource usage: 4.06%
  • Vias in the first global route: 804
  • First-pass GRT wire length: 4000 um
  • GR Overflow Total: 0

Logic synthesis
  • Cell type with the largest total area after synthesis: dfrtp_1
  • Post-Syn Area: 1030 um^2
  • Top area cell types: dfrtp_1 (44%), o22ai_1 (7.9%), dfstp_2 (5.1%)
  • Synth Warn #: 1
  • YS chip area: 1030 um^2
  • Syn Inst Count: 104
  • Distinct cells, synth: 31
  • Yosys cell count: 104
  • Flops & latches, synth: 20
  • Mean Syn Cell Area: 9.94 um^2
  • Max-area cell share: 43.6%
  • Sequential fraction of the synthesis area: 48.7%

Setup path
  • Worst setup EP type: output pin
  • Crit path kind: primary input to output pin
  • Req. time, crit path: 2.80 ns
  • CP Launch Type: primary input
  • Crit path max fanout: 10
  • WP data arrival: 2.10 ns

Die
  • Core area: 7730 um^2
  • Core Util at FP: 13.4%
  • Die area: 11900 um^2
  • IO Pins: 14
  • Die width: 109 um
  • Overall die height: 109 um
  • Cell Rows: 32

Clock network
  • CTS clk-pin slew, worst paths: 0.07 ns
  • Total CTS buffers: 3
  • Longest Clk Path Bufs: 2
  • CTS sink cnt: 20
  • H-Tree Depth: 1
  • CTS tree: yes
  • Post-CTS Hold Fix Bufs: 0
  • Postcts setup bufs: 0
  • Clock root cell: clkbuf_8
  • Insertion Delay late pin: 0.25 ns
  • Cts repair resizes: 0

Timing
  • Fmax achieved: 357 MHz
  • Worst slew pin tran: 0.771 ns
  • Fin crit period: 2.80 ns
  • Max-slew violations: 0
  • Worst setup margin: 0.698 ns
  • Final Hold Fails: 0
  • Hold_ws: 0.508 ns
  • Setup Skew: 0.00212 ns
  • Slew HR: 48.5%
  • Crit share post-route: 80.1%
  • TNS Setup: 0 ns
  • Finish-stage setup viols: 0
  • RSZ-0062 raised after global routing: false

Run
  • # Max-Cap Violations: 0
  • OpenROAD warnings: 25

Power and ir drop
  • Peak supply drop: 0.0000958 V
  • Power Dens Cells: 315 nW/um^2
  • Leak: 0.000534 uW

Hold path
  • Hold WC Path Type: flip-flop to flip-flop

Place
  • Buffers on Ports: 13
  • Dpl ws: 0.679 ns
  • Detail Placement HPWL: 1790 um
  • Placer Congestion: 0.791
  • Post-DP Area: 1260 um^2

Finish
  • Layout cells sized above 1: 8.62%
  • Area Overhead vs Synth: 26.3%
  • Final instance area: 1310 um^2
  • Max reg flops: 8

Run status
  • Status: finished clean
[cells in the mapped netlist (all sizes together)]
cell / n
a21o: 1
a21oi: 9
a22o: 6
a2bb2oi: 1
a41o: 1
and2: 1
and3: 1
and4: 1
buf: 3
clkbuf: 2
dfrtp: 18
dfstp: 2
ha: 3
inv: 4
mux2: 1
nand2: 13
nand2b: 2
nand3: 4
nand3b: 1
nand4: 1
nor2: 5
nor3: 2
o21ai: 5
o221ai: 1
o22a: 1
o22ai: 13
o31ai: 1
o41ai: 1
[path summary, 6_finish.rpt]
path	to	depth (start not counted)	from	slack (ns)
worst max-delay path	tx_done_tick	5	s_tick	0.70
worst min-delay path	state_reg[2]$_DFF_PP0_	2	state_reg[0]$_DFF_PP1_	0.51
worst max register to register	b_reg[6]$_DFFE_PP0P_	5	s_reg[0]$_DFFE_PP0P_	1.64
worst min register to register	state_reg[2]$_DFF_PP0_	2	state_reg[0]$_DFF_PP1_	0.51
max in group asynchronous	n_reg[1]$_DFFE_PP0P_	2	reset	2.13
min in group asynchronous	b_reg[3]$_DFFE_PP0P_	2	reset	0.89
[layout by cell type (no fill, tap or decap), types with 2 or more instances in the layout]
cell type / count
o22ai_1: 13
a22o_1: 6
nand3_1: 4
ha_1: 3
nand2b_1: 2
clkbuf_8: 3
clkdlybuf4s50_1: 13
o21ai_0: 4
nand2_1: 13
dfstp_2: 2
dfrtp_1: 18
nor2_1: 5
a21oi_1: 9
inv_1: 4
[cell families (layout without fill, tap and decap cells)]
family	Yosys count	after routing	share of synthesized area, %
and+or+nand+nor	31	31	15.6
AOI/OAI and AO/OA	40	40	26.2
muxes	1	1	1.09
DFF	20	20	48.7
adders and majority gates	3	3	3.63
buffers and inverters	9	21	4.84
[report_power, final]
part / total [uW] / internal (uW) / switching (uW) / leakage (uW)
sequential: 239 / 236 / 3.51 / 0.000254
clock: 144 / 76.4 / 68.1 / 0.0000216
combinational: 27.0 / 15.9 / 11.1 / 0.000259
total: 411 / 328 / 82.7 / 0.000534
[layout make-up]
cell class | count | area [um^2]
clock buffers | 3 | 41.3
fillers | 851 | 6420
inverters | 4 | 15.0
multi-input cells | 75 | 480
flip-flops and latches | 20 | 503
well taps | 102 | 128
repair buffers | 14 | 138
[worst max-delay path, stage by stage]
cell	delay, ns
clkdlybuf4s50_1	0.55
nand4_1	0.11
buf_4	0.18
nor2_1	0.09
clkdlybuf4s50_1	0.46
[per-layer routing]
| layer | global-route usage (%) | vias up | part of all wire [%] |
|---|---|---|---|
| met5 | 0 | - | 0 |
| met4 | 0.659 | 0 | 0.99 |
| met3 | 1.08 | 2 | 4.2 |
| met2 | 6.17 | 11 | 47 |
| met1 | 5.77 | 394 | 48 |
| li1 | - | 412 | - |
[per-stage QoR]
stage / util, % / cells / power [uW]
3_5_place_dp: 16.4 / 215 / 272
5_1_grt: 16.9 / 218 / 430
4_1_cts: 16.9 / 218 / 420
2_1_floorplan: - / 104 / 254
3_3_place_gp: 16.4 / 215 / 271
6_report: 16.9 / 218 / 411
Power figures rest on the tool's default switching activity, not on a simulated workload.
