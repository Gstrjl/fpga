`flow/config.mk`:
```
export PLATFORM = sky130hd
export DESIGN_NAME = ascii_processor
export DESIGN_NICKNAME = ascii_processor
export VERILOG_FILES = /design/flow/design.v
export SDC_FILE = /design/flow/constraint.sdc
export NUM_CORES = 4
export LEC_CHECK = 1
export CORE_UTILIZATION = 30
```
`flow/constraint.sdc`:
```
current_design ascii_processor

set clk_period 4.6
set clk_io_pct 0.2

create_clock -name clk0 -period $clk_period [get_ports {clk}]

set non_clock_inputs [all_inputs -no_clocks]
set_input_delay [expr $clk_period * $clk_io_pct] -clock clk0 $non_clock_inputs
set_output_delay [expr $clk_period * $clk_io_pct] -clock clk0 [all_outputs]
```
`flow/design.v`:
```
module ascii_processor(
    input wire clk,
    input wire rst_n,
    input wire [7:0] char_in,   
    input wire rx_done,
    output wire [23:0] ascii_dec   
);
    reg [23:0] ascii_dec_reg;
    reg [7:0] hundreds;
    reg [7:0] tens;
    reg [7:0] units;
    reg [7:0] remainder;
    assign ascii_dec = ascii_dec_reg;
    always @(posedge clk or negedge rst_n) begin
        if (!rst_n) begin
            ascii_dec_reg <= 24'd0;
        end else if (rx_done) begin
            if (char_in >= 200)
                hundreds <= 2;
            else if (char_in >= 100)
                hundreds <= 1;
            else
                hundreds <= 0;
            remainder = char_in - (hundreds * 100);
            tens <= remainder / 10;
            units <= remainder % 10;
            ascii_dec_reg <= {8'd48 + hundreds, 8'd48 + tens, 8'd48 + units};
        end
    end
endmodule
```
`flow/run.sh`:
```
#!/bin/bash
# OpenROAD 26Q1-2900-gdf79404cd8, Yosys 0.63+post, stock flow scripts
make -C /OpenROAD-flow-scripts/flow DESIGN_CONFIG=/design/flow/config.mk WORK_HOME=/design/flow/orfs finish
```
==> results.cfg <==
; flow metrics
[status]
status = finished with violations
violations = setup timing

[timing]
finalMaxSlewViolations = 0
fin_crit_ns = 4.74
finalHoldViolCount = 0
setup_slack_ns = -0.138
maxSlewHeadroom_pct = 49.4
fmax_mhz = 211
clock_skew_ns = 0.00529
setup_viol_count_final = 2
post-route-period-util_pct = 103
max_slew.worst_pin.slew_ns = 0.756
rsz0062_at_grt = true

[synth]
synth_cell_types = 87
yosys.area_share.aoi_pct = 28.4
syn_area_um2 = 2830
synth-xor-area-share_pct = 3.67
syn_area_per_cell_um2 = 9.15
synth_cells = 309
yosys_warnings = 1
ys_sh_mux_pct = 7.30
synth.comb.largest_family = AND-OR/OR-AND gates
adder_share_pct = 4.96
ys_ff = 32
synthArstFlopShare_pct = 53.1
edf_count = 13
ys_chip_area_um2 = 2830
synthDominantCellAreaShare_pct = 15.1
top_cells_by_area = dfrtp_1, edfxtp_1, mux2_2
yosys_cells = 309
synthSimpleGateAreaFrac_pct = 17.4
synthFlopType = dfrtp_1
top_area_cell = dfrtp_1
postSynthSeqShare_pct = 30.3

[die]
std_cell_rows = 35
ioPinCount = 35
fp.dieW_um = 99.1
die_y_um = 99.1
die-area_um2 = 9810
fp_util_pct = 30.7
core-area_um2 = 9200

[finish]
final_core_util_pct = 47.4
final_common_cell = buf_4
largest_reg_flops = 17
synthToLayoutAreaGrowth_pct = 54.3
layout-drive-gt1-share_pct = 46.7
mostFrequentLayoutCells = buf_4, clkdlybuf4s50_1, nor2_1
fillers = 804
final_cell_area_um2 = 4360

[global_route]
met3_usage_pct = 1.88
globalRoute.totalOverflow = 0
grt.busiest_layer = met2
use_met1_pct = 24.5
grt_pass1_vias = 2716
grt_usage_pct = 16.4
grt_pass1_wl_um = 12900
met2_usage_pct = 26.7
grt_max_degree = 20
grt_antenna_before_repair = 0

[power]
leakage_nw = 1.78
ir_drop_mv = 0.265
power_density_nw_per_um2 = 614

[detailed_routing]
post_drt_wl_per_cell_um = 14.2
ant_nets = 0
drtIter0Drc = 144
drtPass1Iterations = 4
wl_um = 7780
vias_per_cell = 5.25
drc = 0
vias = 2867
num_antenna_cells = 0

[worst_setup_path]
ff2ff_path_depth = 19
cp-start-kind = primary input
crit_type = primary input to flop
cp.required_ns = 4.73
slowest_stage = a2111oi_0
end_kind = flop
arrival_ns = 4.86
crit_top_cell = buf_6
slowest_delay_ns = 0.55
cp_max_fo = 4
crit_chain = buf_8 -> inv_4 -> ha_4 -> inv_2 -> fa_2 -> buf_6 -> o21ai_4 -> a2bb2oi_4 -> nor2_4 -> inv_2 -> ha_4 -> and2b_2 -> buf_6 -> buf_6 -> a211oi_4 -> a2111oi_0 -> nor4_1 -> a31o_1 -> o31a_1 -> a221o_1 -> or4_4 -> mux2i_1

[cts]
root_buffer = clkbuf_8
insertion_delay_ns = 0.27
cts_tree = built
htree_levels = 2
cts_buffers = 5
clockBufferDepth = 2
clkTransAtPathRegs_ns = 0.06
cts_sinks = 32

[hold_path]
hold_depth = 1
hold_class = flop to flop

[placement]
hpwl_um = 6110
gp_congestion = 0.935
postPlaceCellArea_um2 = 4020
io_buffers = 29
place_ws_ns = -0.946

[flow_run]
max_cap_violations = 0
warnings = 28
routing by layer:
metal  share of wire [%]  vias to the layer above
met5                   0                        -
met3                 5.1                       10
li1                    -                     1423
met4                 1.3                        0
met1                  48                     1349
met2                  46                       85
logic make-up (layout without fill, tap and decap cells):
| group | count (synthesis) | after routing |
|---|---|---|
| and+or+nand+nor | 88 | 88 |
| buffers and inverters | 40 | 162 |
| DFF | 32 | 32 |
| xor gates and xnor gates | 11 | 11 |
| AOI/OAI and AO/OA | 107 | 107 |
| other | 1 | 5 |
| adders and majority gates | 11 | 11 |
| muxes | 19 | 19 |
Yosys cell counts (5+ instances only):
library cell / number
a211oi_1: 5
a21oi_1: 19
buf_2: 7
buf_4: 9
dfrtp_1: 17
edfxtp_1: 13
ha_1: 7
inv_1: 12
mux2_2: 13
mux2i_1: 6
nand2_1: 19
nor2_1: 25
nor3_1: 7
o211ai_1: 5
o21ai_0: 14
o21ai_1: 5
o31ai_1: 5
xnor2_1: 7
critical path, delay by kind of cell:
kind,cells,cell delay (ns)
AND-OR/OR-AND,7,1.57
buffers and inverters,7,0.60
adder cells (fa/ha/maj),3,0.77
multiplexers,1,0.14
AND/OR/NAND/NOR,4,0.86
power breakdown:
part / internal (W) / total (W) / switching (W)
clock: 0.000160 / 0.000252 / 0.0000919
combinational: 0.00105 / 0.00199 / 0.000937
sequential: 0.000409 / 0.000440 / 0.0000304
total: 0.00162 / 0.00268 / 0.00106
metrics by stage:
| stage | hold slack (ns) | std cells | TNS (ns) | power, W |
|---|---|---|---|---|
| 2_1_floorplan | 0.422 | 313 | -1.65 | 0.00144 |
| 3_3_place_gp | 0.429 | 529 | -5.97 | 0.00221 |
| 3_5_place_dp | 0.438 | 529 | -5.79 | 0.00219 |
| 4_1_cts | 0.451 | 543 | -0.731 | 0.00259 |
| 5_1_grt | 0.474 | 546 | -1.03 | 0.00287 |
| 6_report | 0.446 | 546 | -0.233 | 0.00268 |
path summary, 6_finish.rpt:
check,slack (ns),to,start
worst max-delay path,-0.14,units[7],char_in[2]
worst min-delay path,0.45,ascii_dec_reg[13],tens[4]
worst max register to register,0.12,units[7],hundreds[1]
worst min register to register,0.45,ascii_dec_reg[13],tens[4]
max in group asynchronous,3.03,ascii_dec_reg[11],rst_n
min in group asynchronous,1.10,ascii_dec_reg[2],rst_n
final cells by class:
cell class                      instances  area, um^2  area share (%)
Multi-Input combinational cell        241        2050            47.0
Clock inverter                          2        35.0           0.803
Clock buffer                            6        72.6            1.66
Tap cell                              111         139            3.19
Sequential cell                        32         856            19.6
Inverter                               16        70.1            1.61
Timing Repair Buffer                  138        1140            26.1
what timing repair did:
action	4_1_cts	5_1_grt
hold buffers	0	0
endpoints found under the setup margin	8	8
buffers inserted	6	4
pin swaps	21	23
gates cloned	0	0
gates resized	29	22
Power figures rest on the tool's default switching activity, not on a simulated workload.
