==> config.mk <==
export PLATFORM = sky130hd
export DESIGN_NAME = baud_gen
export DESIGN_NICKNAME = baud_gen
export VERILOG_FILES = /design/flow/design.v
export SDC_FILE = /design/flow/constraint.sdc
export NUM_CORES = 4
export LEC_CHECK = 1
export CORE_AREA = 10 10 93 93
export DIE_AREA = 0 0 103 103
==> constraint.sdc <==
current_design baud_gen

set clk_period 3.8
set clk_io_pct 0.2

create_clock -name clk0 -period $clk_period [get_ports {clk}]

set non_clock_inputs [all_inputs -no_clocks]
set_input_delay [expr $clk_period * $clk_io_pct] -clock clk0 $non_clock_inputs
set_output_delay [expr $clk_period * $clk_io_pct] -clock clk0 [all_outputs]
==> design.v <==
module baud_gen #(
    parameter CLK_FREQ = 27_000_000,   
    parameter BAUD_RATE = 19200      
)(
    input wire clk,
    input wire rst_n,
    output wire tick   
);
    localparam DIVISOR = CLK_FREQ / (BAUD_RATE * 16);
    reg tick_reg;
    reg [15:0] counter;
    assign tick = tick_reg;
    always @(posedge clk or negedge rst_n) begin
        if (!rst_n) begin
            counter <= 0;
            tick_reg <= 0;
        end else if (counter == DIVISOR - 1) begin
            counter <= 0;
            tick_reg <= 1;
        end else begin
            counter <= counter + 1;
            tick_reg <= 0;
        end
    end
endmodule
==> run.sh <==
#!/bin/bash
# OpenROAD 26Q1-2900-gdf79404cd8, Yosys 0.63+post, stock flow scripts
make -C /OpenROAD-flow-scripts/flow DESIGN_CONFIG=/design/flow/config.mk WORK_HOME=/design/flow/orfs finish
==> flow_metrics.env <==
# flow metrics
export IMPL_cts_buffers=3
export IMPL_synth_edff_count=0
export IMPL_drt_wl_total_um=1260
export IMPL_hold_class="reg -> reg"
export IMPL_ys_flops=17
export IMPL_slew_viol_final=0
export IMPL_crit_chain="clkdlybuf4s50_1"
export IMPL_grt_max_degree=18
export IMPL_via_per_inst=3.06
export IMPL_slew_headroom_pct=49.7
export IMPL_syn_area_per_cell_sq_um=11.4
export IMPL_grt_ovfl_total=0
export IMPL_p_int_mw=0.256
export IMPL_path_depth=1
export IMPL_hp_start="counter[15]"
export IMPL_status="completed"
export IMPL_rr_startpoint="counter[0]"
export IMPL_ant_nets=0
export IMPL_rsz0062_at_grt="no"
export IMPL_max_cap_violations=0
export IMPL_track_usage_pct=2.62
export IMPL_p_sw_mw=0.0597
export IMPL_dp_cells=152
export IMPL_finalHoldViolCount=0
export IMPL_syn_area_sq_um=795
export IMPL_syn_to_final_growth_pct=20.8
export IMPL_slowest_delay_ns=0.47
export IMPL_htree_levels=1
export IMPL_switching_share_pct=18.9
export IMPL_coreArea_sq_um=6760
export IMPL_period_needed_ns=1.79
export IMPL_clk_pin_slew_ns=0.06
export IMPL_root_buffer="clkbuf_8"
export IMPL_port_buffer_count=2
export IMPL_drc=0
export IMPL_slowest_stage="clkdlybuf4s50_1"
export IMPL_placed_cell_area_sq_um=915
export IMPL_chipWidth_um=103
export IMPL_clockBufferDepth=2
export IMPL_rr_endpoint="counter[6]"
export IMPL_n_antenna_cell=0
export IMPL_antenna_found_initial=0
export IMPL_first_pass_iters=4
export IMPL_min_period_over_period_pct=47.1
export IMPL_finClkSkew_ns=0.00100
export IMPL_ctsHoldBuffers=0
export IMPL_grt_pass1_vias=543
export IMPL_layout_cells_non_filler=156
export IMPL_critPathArrivalTime_ns=1.03
export IMPL_ff2ff_setup_slack_ns=2.32
export IMPL_cts_setup_buffers=0
export IMPL_ys_cells=70
export IMPL_warnings=26
export IMPL_yosys_warnings=1
export IMPL_post_cts_resize_count=0
export IMPL_routedWlPerCell_um=8.05
export IMPL_pwr_share_comb_pct=1.3
export IMPL_detailroute_via_count=477
export IMPL_cts_tree="done"
export IMPL_async_flop_share_pct=100
export IMPL_peakVddDrop_v=0.000171
export IMPL_crit_end="tick"
export IMPL_critPathCaptureType="output pin"
export IMPL_cellLeakagePower_nw=0.403
export IMPL_core_util_floorplan_pct=11.8
export IMPL_layout_top_cell="dfrtp_1"
export IMPL_postSynthSeqShare_pct=53.5
export IMPL_crit_family="buffers and inverters"
export IMPL_hold_ws_ns=0.473
export IMPL_drt_initial_drc_count=16
export IMPL_clockPowerShare_pct=41.3
export IMPL_dp_hpwl_um=895
export IMPL_crit_required_ns=3.04
export IMPL_row_count=30
export IMPL_largest_reg_flops=16
export IMPL_cts_sinks=17
export IMPL_timing_fmax_mhz=558
export IMPL_die_area_sq_um=10600
export IMPL_ff2ff_path_depth=5
export IMPL_worstSetupStartpoint="tick_reg"
export IMPL_p_seq_share_pct=57.3
export IMPL_drive_above_1_share_pct=11.8
export IMPL_crit_type="reg -> out"
export IMPL_startpoint_type="flip-flop"
export IMPL_grt_first_pass_wirelength_um=2350
export IMPL_lay_top_cells="17 x dfrtp_1, 9 x nor2_1, 8 x nand2_1, 8 x xnor2_1, 6 x xor2_1"
export IMPL_pwr_density_cell_nw_per_um2=329
export IMPL_gp_congestion=0.797
export IMPL_fin_setup_tns_ns=0
export IMPL_final_area_sq_um=960
export IMPL_synth_distinct_cells=19
export IMPL_tightest_slew_ns=0.752
export IMPL_path_buffers=1
export IMPL_die_h_um=103
export IMPL_crit_fanout=1
export IMPL_clk_latency_ns=0.24
export IMPL_ff_type="dfrtp_1"
export IMPL_io_pins=3
export IMPL_syn_inst=70
export IMPL_yosysChipArea_sq_um=795
export IMPL_setup_viol=0
area by class of cell:
class                   instances  area, sq um
fillers                       764         5800
clock buffers                   4         45.0
well taps                      80          100
repair buffers                  2         20.0
flip-flops and latches         17          425
multi-input cells              51          362
inverters                       2         7.51
worst min-delay path by stage:
stage	endpoint	slack (ns)	cells after the start
4_1_cts	counter[15]	0.48	1
5_1_grt	counter[15]	0.48	1
6_report	counter[15]	0.47	1
metal layers:
layer  routed length, um  vias to the layer above  share of wire [%]  GRT usage (%)
met3                  46                        0                3.7          0.677
met2                 562                        3                 45           4.19
li1                    -                      242                  -              -
met4                   0                        0                  0          0.535
met5                   0                        -                  0              0
met1                 647                      232                 52           3.50
power groups by stage:
stage,Sequential (mW),Combinational [mW],Clock (mW)
6_report,0.181,0.00425,0.131
5_1_grt,0.181,0.00486,0.143
4_1_cts,0.181,0.00463,0.135
cells in the mapped netlist (all sizes together), types with 2 or more instances:
cell type | instances | area (sq um)
inv | 2 | 7.51
nor3 | 2 | 26.3
xnor2 | 8 | 70.1
ha | 2 | 25.0
dfrtp | 17 | 425
xor2 | 6 | 52.6
nand2 | 8 | 30.0
nor2 | 11 | 46.3
nand3 | 6 | 35.0
and3 | 2 | 12.5
through the flow:
step,utilization (%),power (mW),setup WS [ns]
global placement,13.5,0.189,2.07
finish,14.2,0.316,2.01
detailed placement,13.5,0.189,2.03
floorplan,-,0.184,2.44
CTS,14.2,0.321,1.99
global route,14.2,0.328,1.97
logic make-up (layout without fill, tap and decap cells):
| family | count (synthesis) | in the layout | synth area share (%) |
|---|---|---|---|
| flip-flops | 17 | 17 | 53.5 |
| adder cells (fa/ha/maj) | 2 | 2 | 3.15 |
| XOR/XNOR | 14 | 14 | 15.4 |
| buffers and inverters | 2 | 8 | 0.945 |
| AND/OR/NAND/NOR | 35 | 35 | 26.9 |
Power and IR drop assume default switching activity.
